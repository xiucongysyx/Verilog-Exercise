==> /design/flow/design.v <==
module light(
    input clk,
    input rst,
    output reg [15:0] led
);
    reg [31:0] count;
    always @(posedge clk) begin
        if(rst) begin 
            led <= 16'b1; 
            count <= 32'b0;
        end
        else begin
            if(count == 32'b0)
                led <= {led[14:0], led[15]};
            count <= (count >= 32'd5000000 ? 32'b0 : count + 1);
        end
    end
endmodule
==> /design/flow/run.sh <==
#!/bin/bash
# OpenROAD 26Q1-2900-gdf79404cd8, Yosys 0.63+post, stock flow scripts
make -C /OpenROAD-flow-scripts/flow DESIGN_CONFIG=/design/flow/config.mk WORK_HOME=/design/flow/orfs finish
==> /design/flow/config.mk <==
export PLATFORM = sky130hd
export DESIGN_NAME = light
export DESIGN_NICKNAME = light
export VERILOG_FILES = /design/flow/design.v
export SDC_FILE = /design/flow/constraint.sdc
export NUM_CORES = 4
export LEC_CHECK = 1
export CORE_UTILIZATION = 40
==> /design/flow/constraint.sdc <==
current_design light

set clk_period 3.5
set clk_io_pct 0.2

create_clock -name clk0 -period $clk_period [get_ports {clk}]

set non_clock_inputs [all_inputs -no_clocks]
set_input_delay [expr $clk_period * $clk_io_pct] -clock clk0 $non_clock_inputs
set_output_delay [expr $clk_period * $clk_io_pct] -clock clk0 [all_outputs]
==> impl_metrics.yaml <==
# generated from flow reports
clocking:
  cts.sinks: 48
  post_cts_buffers: 0
  cts_buffers: 5
  hold_buffers: 0
  cts_root_buffer: "clkbuf_8"
  clk_pin_slew_ns: 0.08
  h-tree-depth: 2
  cts_tree: "yes"
  clockBufferDepth: 2
  clk_latency_ns: 0.30
  cts_resized: 0
power_and_ir_drop:
  p_leak_uw: 0.0007108
  power_density_nw_per_um2: 388.6
  vdd_drop_max_mv: 0.2684
routing:
  n_antenna_cell: 0
  postRouteAntennaNets: 0
  post_drt_via_cell_ratio: 4.997
  dr.pass1.iters: 4
  drc: 0
  drt_iter0_drc: 33
  wl_per_cell_um: 11.52
  dr_total_vias: 1469
  wirelength_mm: 3.387
floorplanning:
  io_pins: 18
  die_h_um: 72.37
  rows: 25
  fp_util_pct: 41.66
  die_area_um2: 5237
  die_w_um: 72.37
  coreArea_um2: 4755
sta:
  timing.setup.tns_ns: 0
  fin_ws_ns: 1.266
  worstMarginPinSlew_ns: 0.8159
  slew_headroom_pct: 45.61
  hold_violations: 0
  rsz0062_at_grt: "false"
  fmax_mhz: 447.7
  slew_violations: 0
  fin_skew_ns: 0.006642
  setup_viol: 0
  fin_crit_sh_pct: 63.82
  period_needed_ns: 2.234
setup_path:
  arrival_ns: 2.44
  critical-path-slowest-cell: "a2111o_1"
  crit_path_cell_trace: "clkdlybuf4s50_1, a2111o_1, a211oi_1"
  cp-start-kind: "primary input"
  cp_max_fo: 23
  crit_path_max_incr_delay_ns: 0.78
  criticalPathCategory: "in2reg"
  required_ns: 3.71
  endpoint_kind: "flop"
  r2r_setup_slack_ns: 1.29
cells_and_area:
  area_delta_synth_final_pct: 17.44
  drive_above_1_share_pct: 5.286
  fin_util_pct: 48.92
global_route:
  grt_overflow: 0
  grt_pass1_vias: 1393
  track_usage_pct: 14.90
  grt_max_degree: 24
  grt_pass1_wl_mm: 6.189
  antenna_found_initial: 0
logic_synthesis:
  synth-seq-cells: 48
  ys_types: 34
  yosysWarningCount: 1
  yosys_cells: 204
  async_reset_ff_share_pct: 0
  postSynthSeqShare_pct: 48.52
  flop_cell: "dfxtp_1"
  yosys_area_um2: 1981
  syn-cell-area_um2: 1981
  top_area_share_pct: 48.52
  edf_count: 0
  avgSynthCellArea_um2: 9.709
  top_area_cell: "dfxtp_1"
  netlist_instances: 204
  synthTopCellsByArea: "dfxtp_1, mux2i_1, nor3_1"
place:
  dp_hpwl_mm: 2.319
  gp_congestion: 0.7989
  placement.io_buffers: 17
  place_ws_ns: 0.9562
run:
  warning_count: 26
  maxCapViolCount: 0
outcome:
  outcome: "completed"
min_path:
  holdCritPathClass: "reg2reg"
## area by class of cell
type	instances	area, um2
Inverter	5	18.77
Multi-Input combinational cell	148	987.2
Timing Repair Buffer	18	177.7
Tap cell	67	83.83
Fill cell	454	2429
Clock buffer	6	82.58
Clock inverter	2	15.01
Sequential cell	48	960.9
## path summary, 6_finish.rpt
check,startpoint,endpoint,cells past startpoint
setup / recovery,rst,count[17],3
hold / removal,count[0],count[0],1
setup reg to reg,count[2],count[19],4
hold reg to reg,count[0],count[0],1
## power by group
part / internal, uW / leakage [uW] / switching [uW]
combinational: 4.87 / 0.000277 / 4.62
sequential: 551 / 0.000390 / 1.61
clock: 160 / 0.0000434 / 182
total: 716 / 0.000711 / 188
## placed cells by master, fill, tap and decap left out, types with 6 or more instances in the layout
cell             Yosys  routed
a211oi_1             7       7
clkbuf_8             0       6
clkdlybuf4s50_1      0      17
conb_1               1       9
dfxtp_1             48      48
mux2i_1             16      16
nand2_1              8       8
nand2b_1            16      16
nand3_1              7       7
nor2_1               6       6
nor3_1              22      22
nor4_1               6       6
xnor2_1             10      10
## critical path, delay by kind of cell
kind	cells	cell delay [ns]
compound gates	2	1.07
buf+inv	1	0.67
## stage by stage
step / cells / area (um2) / total power [uW] / hold WS, ns
2_1_floorplan: 212 / 2011 / 572.6 / 0.4492
3_3_place_gp: 286 / 2228 / 575.3 / 0.4837
3_5_place_dp: 286 / 2228 / 575.4 / 0.4904
4_1_cts: 294 / 2326 / 915.0 / 0.5028
5_1_grt: 294 / 2326 / 944.7 / 0.5186
6_report: 294 / 2326 / 903.9 / 0.4937
## metal layers
layer | up-vias | part of all wire (%) | track usage (%)
li1 | 778 | - | -
met1 | 671 | 52 | 22.44
met2 | 15 | 44 | 23.36
met3 | 5 | 2.7 | 2.535
met4 | 0 | 1.2 | 3.050
met5 | - | 0 | 0
## sequential cells by signal, indices dropped and copies added (netlist names)
| name | count |
|---|---|
| led | 16 |
| count | 32 |
## cell usage after synthesis, types with 2 or more instances
cell type  number
xor2_1          3
buf_2           2
and3_1          2
o31ai_1         3
nand4_1         5
nand2b_1       16
inv_1           5
o211ai_1        2
nor3_1         22
mux2i_1        16
a211oi_1        7
or3_1           5
ha_1            2
o21ai_0         5
xnor2_1        10
nand2_1         8
nor4_1          6
buf_1           2
nand3_1         7
clkbuf_1        7
dfxtp_1        48
nor2_1          6
or4_1           4
## logic make-up (layout without fill, tap and decap cells)
kind of cell / Yosys count / after routing / share of synthesized area [%]
flip-flops: 48 / 48 / 48.52
XOR/XNOR: 13 / 13 / 5.749
other: 1 / 9 / 0.1893
buffers and inverters: 16 / 31 / 3.159
AND/OR/NAND/NOR: 87 / 87 / 25.40
multiplexers: 16 / 16 / 8.086
adder cells (fa/ha/maj): 2 / 2 / 1.263
AND-OR/OR-AND: 21 / 21 / 7.643
Power is estimated from default activity; no workload was simulated.
