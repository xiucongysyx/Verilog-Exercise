[flow/design.v]
module ps2(
    input   clk,
    input   clrn,
    input   ps2_clk,
    input   ps2_data,
    input   nextdata_n,
    output  [7:0]  data,
    output  reg ready,
    output  reg overflow
    );
    reg [9:0] buffer;         
    reg [7:0] fifo[7:0];      
    reg [2:0] w_ptr,r_ptr;    
    reg [3:0] count;   
    reg [2:0] ps2_clk_sync;
    always @(posedge clk) begin
        ps2_clk_sync <=  {ps2_clk_sync[1:0],ps2_clk};
    end
    wire sampling = ps2_clk_sync[2] & ~ps2_clk_sync[1];
    always @(posedge clk) begin
        if (clrn == 0) begin  
            count <= 0; w_ptr <= 0; r_ptr <= 0; overflow <= 0; ready<= 0;
        end
        else begin
            if ( ready ) begin  
                if(nextdata_n == 1'b0)  
                begin
                    r_ptr <= r_ptr + 3'b1;
                    if(w_ptr==(r_ptr+1'b1))  
                        ready <= 1'b0;
                end
            end
            if (sampling) begin
              if (count == 4'd10) begin
                if ((buffer[0] == 0) &&   
                    (ps2_data)       &&   
                    (^buffer[9:1])) begin       
                    fifo[w_ptr] <= buffer[8:1];   
                    w_ptr <= w_ptr+3'b1;
                    ready <= 1'b1;
                    overflow <= overflow | (r_ptr == (w_ptr + 3'b1));
                end
                count <= 0;      
              end else begin
                buffer[count] <= ps2_data;   
                count <= count + 3'b1;
              end
            end
        end
    end
    assign data = fifo[r_ptr];  
endmodule
module ps2_top(
    input clk,
    input rst,
    input ps2_clk,
    input ps2_data,
    output [7:0] seg1,
    output [7:0] seg2,
    output [7:0] seg3,
    output [7:0] seg4,
    output [7:0] seg5,
    output [7:0] seg6,
    output [7:0] seg7,
    output [7:0] seg8,
    output reg state_error,
    output overflow
);
wire [7:0] data;
reg ready;
wire ready_p1,ready_p2;
reg ready_d1,ready_d2;
reg nextdata_n;
reg [7:0] data_d1;
reg [7:0] seg_data_0;
reg [7:0] seg_data_1;
reg [7:0] seg_data_2;
reg [7:0] key_value;
reg [7:0] key_count;
reg [2:0] key_current,key_next;
parameter [2:0] key_press = 3'b100,key_loosen = 3'b010,key_loosen_previous = 3'b001;
assign ready_p1 = ready & !ready_d1;
assign ready_p2 = ready_d1 & !ready_d2;
seg_hex seg_hex_u0(
    .i_seg(seg_data_0),
    .o_seg_0(seg1),
    .o_seg_1(seg2)
);
seg_hex seg_hex_u1(
    .i_seg(seg_data_1),
    .o_seg_0(seg3),
    .o_seg_1(seg4)
);
seg_hex seg_hex_u2(
    .i_seg(seg_data_2),
    .o_seg_0(seg5),
    .o_seg_1(seg6)
);
seg_hex seg_hex_u3(
    .i_seg(8'h00),
    .o_seg_0(seg7),
    .o_seg_1(seg8)
);
ps2 ps2_u1(
    .clk(clk),
    .clrn(!rst),
    .ps2_clk(ps2_clk),
    .ps2_data(ps2_data),
    .nextdata_n(nextdata_n),
    .data(data),
    .ready(ready),
    .overflow(overflow)
);
rom rom_u1(
    .key_value(key_value),
    .ascii_value(seg_data_1)
);
always @(*) begin
    seg_data_0 = key_value;
    seg_data_2 = key_count;
end
always @(posedge clk or posedge rst) begin
    if(rst) begin 
        ready_d1 <= 1'd0;
        ready_d2 <= 1'b0;
    end
    else begin
        ready_d1 <= ready;
        ready_d2 <= ready_d1;
    end
end
always @(posedge clk or posedge rst) begin
    if(rst) begin
        data_d1 <= 8'b0;
        nextdata_n <= 1'b1;
    end
    else if(ready_p1) begin
        nextdata_n <= 1'b0;
        data_d1 <= data;
    end
    else begin
        data_d1 <= 8'b0;
        nextdata_n <= 1'b1;
    end
end
always @(posedge clk or posedge rst) begin
    if(rst) key_current <= key_loosen;
    else key_current <= key_next;
end 
always @(negedge clk or posedge rst) begin
    if(rst) begin
        key_count <= 8'b0;
        key_value <= 8'b0;
        key_next <= key_loosen;
        state_error <= 1'b0;
    end
    else if(ready_p2) begin
        case(key_current)
            key_loosen: begin
                if(data_d1 == key_value) begin
                    key_value <= key_value;
                    key_next <= key_current;
                    key_count <= key_count;
                    state_error <= state_error;
                end
                else begin 
                    key_value <= data_d1;
                    key_next <= key_press;
                    key_count <= key_count;
                    state_error <= state_error;
                end
            end
            key_press: begin 
                if(data_d1 == 8'hf0) begin
                    key_value <= key_value;
                    key_next <= key_loosen_previous;
                    key_count <= key_count + 1'b1;
                    state_error <= state_error;
                end
                else if(data_d1 == key_value) begin
                    key_value <= key_value;
                    key_next <= key_press;
                    key_count <= key_count;
                    state_error <= state_error;
                end
                else begin
                    key_value <= 8'h00;
                    key_next <= key_loosen;
                    key_count <= 8'b0;
                    state_error <= 1'b1;
                end
            end
            key_loosen_previous: begin
                if(data_d1 == key_value) begin
                    key_value <= 8'h00;
                    key_next <= key_loosen;
                    key_count <= key_count;
                    state_error <= state_error;
                end
                else begin 
                    key_value <= 8'b0;
                    key_next <= key_loosen;
                    key_count <= key_count;
                    state_error <= 1'b1;
                end
            end
            default: begin
                key_value <= 8'b0;
                key_next <= key_current;
                key_count <= key_count;
                state_error <= 1'b1;
            end
        endcase
    end
    else begin
        key_count <= key_count;
        key_value <= key_value;
        state_error <= state_error;
        case(key_current)
            key_loosen: key_next <= key_loosen;
            key_press: key_next <= key_press;
            key_loosen_previous: key_next <= key_loosen_previous;
            default: key_next <= key_loosen;
        endcase
    end
end
endmodule
module rom(
    input      [7:0] key_value,
    output reg [7:0] ascii_value
);
always@ (*) begin
    case (key_value)
        8'h1c: ascii_value = 8'h61;
        8'h32: ascii_value = 8'h62;
        8'h21: ascii_value = 8'h63;
        8'h23: ascii_value = 8'h64;
        8'h24: ascii_value = 8'h65;
        8'h2b: ascii_value = 8'h66;
        8'h34: ascii_value = 8'h67;
        8'h33: ascii_value = 8'h68;
        8'h43: ascii_value = 8'h69;
        8'h3b: ascii_value = 8'h6a;
        8'h42: ascii_value = 8'h6b;
        8'h4b: ascii_value = 8'h6c;
        8'h3a: ascii_value = 8'h6d;
        8'h31: ascii_value = 8'h6e;
        8'h44: ascii_value = 8'h6f;
        8'h4d: ascii_value = 8'h70;
        8'h15: ascii_value = 8'h71;
        8'h2d: ascii_value = 8'h72;
        8'h1b: ascii_value = 8'h73;
        8'h2c: ascii_value = 8'h74;
        8'h3c: ascii_value = 8'h75;
        8'h2a: ascii_value = 8'h76;
        8'h1d: ascii_value = 8'h77;
        8'h22: ascii_value = 8'h78;
        8'h35: ascii_value = 8'h79;
        8'h1a: ascii_value = 8'h70;
        8'h45: ascii_value = 8'h7a;
        8'h16: ascii_value = 8'h30;
        8'h1e: ascii_value = 8'h31;
        8'h26: ascii_value = 8'h32;
        8'h25: ascii_value = 8'h33;
        8'h2e: ascii_value = 8'h34;
        8'h36: ascii_value = 8'h35;
        8'h3d: ascii_value = 8'h36;
        8'h3e: ascii_value = 8'h37;
        8'h46: ascii_value = 8'h38;
        default: ascii_value = 8'h00;
    endcase
end
endmodule
module seg(
    input [3:0] i_seg,
    input blank_flag,
    output reg [7:0] o_seg
);
    parameter blank_value = 8'b0000_0000;
    parameter num0 = 8'b1111_1100;
    parameter num1 = 8'b0110_0000;
    parameter num2 = 8'b1101_1010;
    parameter num3 = 8'b1111_0010;
    parameter num4 = 8'b0110_0110;
    parameter num5 = 8'b1011_0110;
    parameter num6 = 8'b1011_1110;
    parameter num7 = 8'b1110_0000;
    parameter num8 = 8'b1111_1110;
    parameter num9 = 8'b1110_0110;
    parameter numa = 8'b1110_1110;
    parameter numb = 8'b0011_1110;
    parameter numc = 8'b1001_1100;
    parameter numd = 8'b0111_1010;
    parameter nume = 8'b1001_1110;
    parameter numf = 8'b1000_1110;
    always @(*) begin
        if(blank_flag) o_seg =  ~blank_value;
        else begin
            case(i_seg)
                4'd0 : o_seg = ~num0;
                4'd1 : o_seg = ~num1;
                4'd2 : o_seg = ~num2;
                4'd3 : o_seg = ~num3;
                4'd4 : o_seg = ~num4;
                4'd5 : o_seg = ~num5;
                4'd6 : o_seg = ~num6;
                4'd7 : o_seg = ~num7;
                4'd8 : o_seg = ~num8;
                4'd9 : o_seg = ~num9;
                4'd10: o_seg = ~numa;
                4'd11: o_seg = ~numb;
                4'd12: o_seg = ~numc;
                4'd13: o_seg = ~numd;
                4'd14: o_seg = ~nume;
                4'd15: o_seg = ~numf;
            endcase
        end
    end
endmodule
module seg_hex(
    input [7:0] i_seg,
    output [7:0] o_seg_0,o_seg_1
);
    reg blank_flag;
    always@ (*) begin
        if(i_seg == 8'h00) blank_flag = 1'b1;
        else blank_flag = 1'b0;
    end
    seg u0_seg(.i_seg(i_seg[3:0]), .blank_flag(blank_flag), .o_seg(o_seg_0));
    seg u1_seg(.i_seg(i_seg[7:4]), .blank_flag(blank_flag), .o_seg(o_seg_1));
endmodule
[flow/run.sh]
#!/bin/bash
# OpenROAD 26Q1-2900-gdf79404cd8, Yosys 0.63+post, stock flow scripts
make -C /OpenROAD-flow-scripts/flow DESIGN_CONFIG=/design/flow/config.mk WORK_HOME=/design/flow/orfs finish
[flow/config.mk]
export PLATFORM = sky130hd
export DESIGN_NAME = ps2_top
export DESIGN_NICKNAME = ps2_top
export VERILOG_FILES = /design/flow/design.v
export SDC_FILE = /design/flow/constraint.sdc
export NUM_CORES = 4
export LEC_CHECK = 1
export CORE_UTILIZATION = 40
[flow/constraint.sdc]
current_design ps2_top

set clk_period 5.0
set clk_io_pct 0.2

create_clock -name clk0 -period $clk_period [get_ports {clk}]

set non_clock_inputs [all_inputs -no_clocks]
set_input_delay [expr $clk_period * $clk_io_pct] -clock clk0 $non_clock_inputs
set_output_delay [expr $clk_period * $clk_io_pct] -clock clk0 [all_outputs]
==> metrics.txt <==
# HELP chip_impl_metric Implementation results
# TYPE chip_impl_metric gauge
chip_impl_metric{name="drt_wl_total",unit="mm"} 20.1
chip_impl_metric{name="antenna_found_initial",unit=""} 0
chip_impl_info{name="cts.root.buffer_cell",value="clkbuf_16"} 1
chip_impl_metric{name="post_detailed_route_wirelength_per_cell",unit="um"} 16.1
chip_impl_info{name="end_kind",value="output pin"} 1
chip_impl_metric{name="first_global_vias",unit=""} 6476
chip_impl_info{name="synthFlopType",value="edfxtp_1"} 1
chip_impl_metric{name="synthCells",unit=""} 739
chip_impl_metric{name="final_max_slew_viol_count",unit=""} 0
chip_impl_info{name="start_kind",value="register"} 1
chip_impl_info{name="path_cells",value="clkinvlp_4 > ha_4 > nand2_2 > o211ai_1 > a21oi_2 > o41a_1 > buf_6 > ha_4 > a31oi_1 > o21ai_1 > a31o_1 > buf_2"} 1
chip_impl_metric{name="grt_overflow",unit=""} 0
chip_impl_metric{name="routed-via-count",unit=""} 6562
chip_impl_metric{name="pwr-share-comb",unit="%"} 4.5
chip_impl_metric{name="area_growth",unit="%"} 44.0
chip_impl_metric{name="finish_stage_setup_viols",unit=""} 42
chip_impl_metric{name="internal-power",unit="mW"} 1.89
chip_impl_metric{name="peakVddDrop",unit="uV"} 200
chip_impl_metric{name="worst_slew_margin_rel",unit="%"} 40.7
chip_impl_metric{name="clk_path_buf_depth",unit=""} 2
chip_impl_metric{name="switchingPower",unit="uW"} 485
chip_impl_metric{name="dpl-instance-area",unit="sq um"} 9430
chip_impl_info{name="layout.cells.most_common",value="buf_4"} 1
chip_impl_metric{name="initial_core_util",unit="%"} 41.2
chip_impl_metric{name="die-area",unit="sq um"} 20000
chip_impl_metric{name="yosys_cells",unit=""} 739
chip_impl_metric{name="nFillCells",unit=""} 1452
chip_impl_info{name="critical-path-top-cell-by-count",value="ha_4"} 1
chip_impl_metric{name="worst-slew-pin-transition",unit="ns"} 0.882
chip_impl_metric{name="route.detailed.drc",unit=""} 0
chip_impl_metric{name="io_buffers",unit=""} 47
chip_impl_metric{name="cts_buffers",unit=""} 17
chip_impl_metric{name="timing.setup.tns",unit="ns"} -35.46
chip_impl_metric{name="synthesis.yosys.warnings",unit=""} 5
chip_impl_metric{name="globalRouteTotalUtil",unit="%"} 21.2
chip_impl_metric{name="drt-vias-per-instance",unit=""} 5.26
chip_impl_metric{name="power.leakage",unit="nW"} 4.29
chip_impl_info{name="rsz0062_at_grt",value="yes"} 1
chip_impl_info{name="worst_path_top_cell_family_by_delay",value="AND-OR/OR-AND gates"} 1
chip_impl_metric{name="power_density",unit="nW/um^2"} 211
chip_impl_metric{name="hold_viol_final",unit=""} 0
chip_impl_metric{name="drtAntennaViolNets",unit=""} 0
chip_impl_metric{name="pin_count",unit=""} 70
chip_impl_metric{name="detail_route.iter0.violations",unit=""} 447
chip_impl_metric{name="grt_max_degree",unit=""} 31
chip_impl_metric{name="cts_hold_buffers",unit=""} 0
chip_impl_metric{name="worst_clock_skew",unit="ns"} 0.0428
chip_impl_metric{name="htreeDepth",unit=""} 4
chip_impl_metric{name="drt_first_pass_iters",unit=""} 5
chip_impl_metric{name="setup.reg_to_reg.worst_slack",unit="ns"} 0.27
chip_impl_metric{name="clock_power_share",unit="%"} 48.6
chip_impl_info{name="top_cells_by_area",value="edfxtp_1 (29%), ha_1 (6.6%), dfrtn_1 (6.1%), dfxtp_1 (4.6%), mux4_2 (4.6%)"} 1
chip_impl_metric{name="syn-mean-instance-area",unit="sq um"} 10.5
chip_impl_metric{name="worst_skew_pair.late_latency",unit="ns"} 0.43
chip_impl_metric{name="synth-async-reset-ratio",unit="%"} 27.0
chip_impl_metric{name="insertedDiodeCount",unit=""} 0
chip_impl_metric{name="grt_first_pass_wirelength",unit="mm"} 32.5
chip_impl_metric{name="register_area",unit="sq um"} 3440
chip_impl_metric{name="gpl.final_weighted_congestion",unit=""} 0.926
chip_impl_metric{name="layout.cell_area.non_filler",unit="sq um"} 11200
chip_impl_info{name="mostFrequentLayoutCells",value="buf_4 (158), edfxtp_1 (74), nor2_1 (51)"} 1
chip_impl_metric{name="tritoncts_num_sinks",unit=""} 126
chip_impl_metric{name="final_layout_size_suffix_gt1_share",unit="%"} 43.0
chip_impl_metric{name="log.warning_count",unit=""} 60
chip_impl_metric{name="synth.top_cell.area_share",unit="%"} 28.5
chip_impl_metric{name="cp.buffers_inverters",unit=""} 3
chip_impl_metric{name="fp.dieW",unit="um"} 142
chip_impl_metric{name="final-comb-area",unit="sq um"} 4570
chip_impl_info{name="synthDominantAreaCellType",value="edfxtp_1"} 1
chip_impl_metric{name="num_rows",unit=""} 50
chip_impl_metric{name="synth-edff-count",unit=""} 74
chip_impl_metric{name="required",unit="ns"} 4.00
chip_impl_metric{name="yosys-stat-area",unit="sq um"} 7790
chip_impl_metric{name="detailed_place_hpwl",unit="mm"} 13.4
chip_impl_info{name="critical_path.slowest_cell",value="o41a_1"} 1
chip_impl_metric{name="dieHeight",unit="um"} 142
chip_impl_metric{name="data_arrival_critical_path",unit="ns"} 5.60
chip_impl_metric{name="netlist-cell-type-count",unit=""} 88
chip_impl_metric{name="ys_ff",unit=""} 126
chip_impl_metric{name="path_max_fanout",unit=""} 6
chip_impl_metric{name="synth.cell_area",unit="sq um"} 7790
chip_impl_metric{name="ys_seq_share",unit="%"} 44.1
chip_impl_metric{name="core_region_area",unit="sq um"} 18900
chip_impl_info{name="outcome",value="finished, violations left"} 1
chip_impl_metric{name="power_switching_share",unit="%"} 20.5
chip_impl_info{name="failed_checks",value="negative setup slack"} 1
chip_impl_metric{name="post_cts_clock_slew_at_the_launch_and_capture_registers_of_the_worst_setup_and_hold_paths",unit="ns"} 0.05
chip_impl_info{name="critical_path_class",value="reg -> out"} 1
chip_impl_metric{name="max_stage_delay",unit="ns"} 0.50
chip_impl_metric{name="timing.max_cap.violations",unit=""} 0
chip_impl_metric{name="share_seq_of_total_power",unit="%"} 46.9
chip_impl_metric{name="timing.final.ws_setup",unit="ns"} -1.60
chip_impl_info{name="hold_path.class",value="reg -> reg"} 1
chip_impl_info{name="clock_tree_from_tritoncts",value="built"} 1
==> layer usage <==
layer	part of all wire (%)	up-vias	wire [um]	track usage [%]
li1	-	3154	-	-
met3	4.4	30	880	4.50
met5	0	-	0	0
met4	1.6	0	328	3.06
met2	47	183	9500	33.5
met1	47	3195	9390	32.2
==> worst register-to-register path: cells and delay by family (launching register included) <==
kind                      cells  cell delay [ns]
DFF                           1             0.48
AOI/OAI and AO/OA             1             0.22
xor gates and xnor gates      1             0.16
and+or+nand+nor               4             1.19
==> area by class of cell <==
class / instances / area share, %
Clock buffer: 20 / 3.89
Clock inverter: 13 / 1.10
Sequential cell: 126 / 30.6
Multi-Input combinational cell: 531 / 40.8
Tap cell: 260 / 2.90
Timing Repair Buffer: 263 / 19.4
Inverter: 35 / 1.34
==> what timing repair did <==
item                                   in CTS  in global routing
endpoints found under the hold margin       0                  0
setup buffers                              69                 19
pin swaps                                  62                 30
gates cloned                                1                  0
setup endpoints to repair                  42                 42
resized                                   278                 43
==> metrics by stage <==
step	hold WS, ns	instances	util, %	power, mW	worst slack (ns)
2_1_floorplan	0.310	760	-	1.19	-1.04
3_3_place_gp	0.318	1138	49.9	1.22	-1.46
3_5_place_dp	0.316	1138	49.9	1.23	-1.49
4_1_cts	0.328	1238	57.8	2.39	-1.55
5_1_grt	0.329	1248	59.4	2.46	-1.68
6_report	0.326	1248	59.4	2.37	-1.60
==> sequential cells by signal, summed over array words and instances (netlist names), named ones only <==
signal	count
data_d1	8
ps2_u1.buffer	10
ready_d1	1
ps2_u1.overflow	1
ps2_u1.r_ptr	3
key_next	3
ps2_u1.count	4
ps2_u1.fifo	64
key_current	3
key_value	8
ps2_u1.ready	1
ps2_u1.ps2_clk_sync	3
ps2_u1.w_ptr	3
key_count	8
state_error	1
nextdata_n	1
ready_d2	1
==> synth_stat cells (4+ instances only) <==
cell type / n
nand2b_1: 14
clkbuf_1: 23
o21ai_0: 39
mux2i_1: 23
o211ai_1: 25
o311ai_0: 12
ha_1: 41
nor3_1: 12
edfxtp_1: 74
nor4_1: 7
xnor2_1: 25
buf_4: 27
a21oi_1: 37
buf_2: 9
a21o_1: 6
buf_6: 6
nand3_1: 20
dfrtn_1: 19
nand4_1: 6
or3_1: 12
inv_1: 35
mux4_2: 16
nor2_1: 55
a211o_1: 4
a31oi_1: 11
dfrtp_1: 12
nand2_1: 46
and2_1: 6
nor2b_1: 17
dfxtp_1: 18
==> power by group through the flow <==
stage / clock network, mW / logic [mW] / registers, mW
final: 1.15 / 0.107 / 1.11
after global routing: 1.23 / 0.117 / 1.11
after CTS: 1.17 / 0.103 / 1.11
==> cells by family (layout without fill, tap and decap cells) <==
family                     count (synthesis)  in the layout  synth area share [%]
DFF                                      126            126                  44.1
and+or+nand+nor                          224            224                  15.5
AOI/OAI and AO/OA                        172            172                  15.1
muxes                                     43             43                  8.21
other                                      1             22                0.0481
adders and majority gates                 41             41                  6.59
buffers and inverters                    103            331                  6.99
xor gates and xnor gates                  29             29                  3.44
==> worst paths after layout <==
check,end,startpoint,depth (start not counted)
min in group asynchronous,ready_d2,rst,2
min reg2reg,ps2_u1.ps2_clk_sync[1],ps2_u1.ps2_clk_sync[0],0
max in group asynchronous,key_value[2],rst,3
max reg2reg,key_count[5],key_current[0],6
max,seg3[4],key_value[1],12
min,ps2_u1.ps2_clk_sync[1],ps2_u1.ps2_clk_sync[0],0
No activity file was given, so power comes from the tool's default toggle rates.
