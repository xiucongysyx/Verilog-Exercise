**./config.mk**
```make
export PLATFORM = sky130hd
export DESIGN_NAME = encode38
export DESIGN_NICKNAME = encode38
export VERILOG_FILES = /design/flow/design.v
export SDC_FILE = /design/flow/constraint.sdc
export NUM_CORES = 4
export LEC_CHECK = 1
export CORE_AREA = 10 10 70 70
export DIE_AREA = 0 0 80 80
```
**./constraint.sdc**
```tcl
current_design encode38

set clk_period 1.9
set clk_io_pct 0.2

create_clock -name clk0 -period $clk_period

set non_clock_inputs [all_inputs -no_clocks]
set_input_delay [expr $clk_period * $clk_io_pct] -clock clk0 $non_clock_inputs
set_output_delay [expr $clk_period * $clk_io_pct] -clock clk0 [all_outputs]
```
**./design.v**
```verilog
module seg(
    input [3:0] i_seg,
    input blank_flag,
    output reg [7:0] o_seg
);
    parameter blank_value = 8'b0000_0000;
    parameter num0 = 8'b1111_1100;
    parameter num1 = 8'b0110_0000;
    parameter num2 = 8'b1101_1010;
    parameter num3 = 8'b1111_0010;
    parameter num4 = 8'b0110_0110;
    parameter num5 = 8'b1011_0110;
    parameter num6 = 8'b1011_1110;
    parameter num7 = 8'b1110_0000;
    parameter num8 = 8'b1111_1110;
    parameter num9 = 8'b1110_0110;
    parameter numa = 8'b1110_1110;
    parameter numb = 8'b0011_1110;
    parameter numc = 8'b1001_1100;
    parameter numd = 8'b0111_1010;
    parameter nume = 8'b1001_1110;
    parameter numf = 8'b1000_1110;
    always @(*) begin
        if(blank_flag) o_seg =  ~blank_value;
        else begin
            case(i_seg)
                4'd0 : o_seg = ~num0;
                4'd1 : o_seg = ~num1;
                4'd2 : o_seg = ~num2;
                4'd3 : o_seg = ~num3;
                4'd4 : o_seg = ~num4;
                4'd5 : o_seg = ~num5;
                4'd6 : o_seg = ~num6;
                4'd7 : o_seg = ~num7;
                4'd8 : o_seg = ~num8;
                4'd9 : o_seg = ~num9;
                4'd10: o_seg = ~numa;
                4'd11: o_seg = ~numb;
                4'd12: o_seg = ~numc;
                4'd13: o_seg = ~numd;
                4'd14: o_seg = ~nume;
                4'd15: o_seg = ~numf;
            endcase
        end
    end
endmodule
module encode38(
    input [7:0] i_code,
    input       i_en,
    output reg [2:0] o_code,
    output     [7:0] o_seg,
    output           o_en_flag
);
    integer i;
    always @(i_code or i_en) begin
        if(i_en) begin
            o_code = 3'd0;
            o_en_flag = 1'b1;
            for(i = 0; i <= 7; i = i+1)
                if(i_code[i] == 1) o_code = i[2:0];
        end
        else begin
            o_code = 3'd0;
            o_en_flag = 1'b0;
        end
    end
    seg seg_u1(
        .i_seg(o_code),
        .o_seg(o_seg)
    );
endmodule
```
**./run.sh**
```bash
#!/bin/bash
# OpenROAD 26Q1-2900-gdf79404cd8, Yosys 0.63+post, stock flow scripts
make -C /OpenROAD-flow-scripts/flow DESIGN_CONFIG=/design/flow/config.mk WORK_HOME=/design/flow/orfs finish
```
==> results.cfg <==
; generated from flow reports
[outcome]
status = complete, but fails checks
violations = negative setup slack

[floorplanning]
ios = 21
die_y_um = 80
dieArea_mm2 = 0.00640
die_x_um = 80
fp-utilization = 0.0758
coreArea_mm2 = 0.00342
std_cell_rows = 21

[yosys]
synthTopCellsByArea = ha_1 24%, o41ai_4 11%, buf_4 5.8%
synthTopCellsByCount = 5 x ha_1, 3 x nor2_1, 2 x buf_4, 2 x nand2_1
synth.distinct_cells = 22
ys_warn_count = 6
yosys_cells = 30
ys_seq_frac = 0
yosysTopAreaCellShare = 0.242
top_area_cell = ha_1
netlist_instances = 30
syn_avg_cell_area_um2 = 8.63
ys_area_um2 = 259
synthesis.area_um2 = 259
top_cell = ha_1

[final_timing]
hold_violations = 0
rsz0062_at_grt = yes
final_max_slew_viol_count = 0
layout_min_cycle_time_ns = 2.10
period_used_share = 1.11
fmax_ghz = 0.476
setup_ws_ns = -0.201
setup_viol = 7

[critical_path]
cp-end-kind = output port
cp.arrival_ns = 1.72
critPathKind = in -> out
start_kind = input pin
critPathMaxFanout = 2
required_ns = 1.52

[pwr]
power.internal_uw = 112
sw_frac_of_total = 0.387
power_per_cell_area_mw_per_mm2 = 230
seq_power_share = 0
clockPowerShare = 0
p_leak_uw = 0.000332
combPwrFrac = 1.000
switching_power_uw = 70.3
irDropWorstVdd_mv = 0.107

[worst_hold_path]
hold_path_class = in -> out
whs_path_depth = 4
whs_endpoint = o_seg[1]
min_from = i_code[2]

[final_layout]
register_area_um2 = 0
drive_gt1_frac = 0.864
syn_to_final_growth_pct = 205
stdcell_area_um2 = 790
nClkBuffers = 0
stdcell_count = 112
seq_cells = 0

[detailed_routing]
avgViaCountPerCell = 3.44
drtPass1Iterations = 3
antenna_left = 0
routedWlPerCell_um = 11.9
diodes = 0
drc = 0
wl_um = 1330
vias = 385
drtIter0Drc = 16

[run]
warning_count = 39
max_cap_viol_count = 0

[grt]
grt_pass1_vias = 423
busiest_layer = met1
track_usage = 0.0413
grt_overflow = 0
antenna_found_initial = 0
met2_usage = 0.0482
gr-usage-met3 = 0.0182
met1_usage = 0.0679
grt_pass1_wl_um = 2200
grt_max_degree = 8

[placement]
port_buffers = 19
pre_cts_ws_ns = -0.898
placed_cells = 103
hpwl_um = 911
placement.cell_area_um2 = 574
gp_congestion = 0.776

[cts]
cts_hold_buffers = 0
==> worst max-delay path, stage by stage <==
cell and delay, ns:
buf_6 0.09, nor2b_4 0.12, o21ba_4 0.21, o311ai_4 0.30, ha_4 0.26, mux2_4 0.26, buf_2 0.11
==> power by group through the flow <==
stage	sequential [µW]	combinational [µW]	clock (µW)
6_report	0	182	0
4_1_cts	0	170	0
5_1_grt	0	200	0
==> stage by stage <==
| stage | power, µW | hold WS, ns | setup TNS, ns | util |
|---|---|---|---|---|
| after floorplan | 36.7 | 0.788 | 0 | - |
| after global placement | 124 | 1.76 | -7.38 | 0.168 |
| after detailed placement | 126 | 1.77 | -7.45 | 0.168 |
| after CTS | 170 | 1.14 | -0.963 | 0.223 |
| after global routing | 200 | 1.17 | -1.28 | 0.231 |
| final | 182 | 1.15 | -0.830 | 0.231 |
==> layer usage <==
metal / vias to the layer above / wire (µm)
met5: - / 0
met4: 0 / 0
met3: 0 / 155
met2: 19 / 446
met1: 178 / 728
li1: 188 / -
==> cell families after synthesis <==
family / after synthesis / synth area share
simple gates: 10 / 0.208
compound gates: 9 / 0.377
fa+ha+maj: 5 / 0.242
buf+inv: 3 / 0.0724
mux: 2 / 0.0870
other cells: 1 / 0.0145
==> cells in the final DEF (no fill, tap or decap), drive strengths merged, types with 2 or more instances in the layout <==
master and n:
buf 34, clkdlybuf4s15 2, ha 5, mux2 2
nand2 2, nor2 3, o311a 2, o311ai 2
==> worst max path at each step <==
| stage | start | to | slack, ns |
|---|---|---|---|
| CTS | i_code[1] | o_seg[4] | -0.25 |
| global route | i_code[1] | o_seg[4] | -0.25 |
| finish | i_code[1] | o_seg[4] | -0.20 |
==> area by class of cell <==
class / instances / area, µm²
Tap cell: 46 / 57.6
Multi-Input combinational cell: 27 / 392
Inverter: 1 / 3.75
Fill cell: 369 / 2630
Timing Repair Buffer: 38 / 337
==> timing repair <==
| action | 4_1_cts | 5_1_grt |
|---|---|---|
| buffers inserted | 10 | 1 |
| setup endpoints to repair | 10 | 9 |
| gates resized | 97 | 8 |
| pin swaps | 12 | 6 |
Power figures rest on the tool's default switching activity, not on a simulated workload.
